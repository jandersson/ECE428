==> ./design.v <==
`timescale 1ns / 1ps
module PMIC
	(low_batt, low_pow, onoff, reset, enable_3v, enable_2v, enable_1v, ready, clock);
input low_batt, low_pow, onoff, reset, clock;
output enable_3v, enable_2v, enable_1v, ready;
reg enable_3v, enable_2v, enable_1v, ready;
reg[4:0] state;
reg[4:0] next_state;
reg load_counter;
reg [7:0] count;
wire [7:0] current_count;
behav_counter DC(count, clock, 1, load_counter, 0, current_count);
initial
begin
	state = 5'd0;
	next_state = 5'd0;
	ready = 0;
	enable_3v = 0;
	enable_2v = 0;
	enable_1v = 0;
	count = 0;
	load_counter = 1;
end
always @(posedge clock)
	state = next_state;
always @(state)
begin
	case(state)
		5'd0:	begin
					ready = 0;
					enable_3v = 0;
					enable_2v = 0;
					enable_1v = 0;
					count = 0;
					load_counter = 1;					
				end
		5'd2:  begin
					load_counter = 1;
					count = 2;
					ready = 0;
					enable_3v = 0;
					enable_2v = 0;
					enable_1v = 0;
				end
		5'd15: 	begin
						load_counter = 0;
						count = 3;
					end
		5'd16:	begin
						load_counter = 0;
						count = 2;
					end
		5'd17:	load_counter = 0;
		5'd18:	load_counter = 0;
		5'd19:	load_counter = 0;
		5'd10:	begin
						load_counter = 1;
						count = 2;
					end
		5'd11:	begin
						load_counter = 1;
						count = 3;
					end
		5'd12:	begin
						load_counter = 1;
						count = 2;
					end
		5'd13:	begin
						load_counter = 1;
						count = 0;
					end
		5'd14:	begin
						load_counter = 1;
						count = 0;
					end
		5'd3:	begin
					enable_3v = 1;
					load_counter = 1;
				end
		5'd4:	enable_2v = 1;
		5'd5:	begin
					enable_1v = 1;
					ready = 1;
				end
		5'd6:begin
      ready = 0;
      load_counter = 1;
      count = 2;
		end
		5'd7:begin
      enable_1v = 0;
      load_counter = 0;
		end
		5'd8:	enable_2v = 0;
		5'd9:	enable_3v = 0;
	endcase
end
always @(state or low_pow or low_batt or onoff or reset or current_count)
begin
	if(reset)
		next_state = 5'd0;
	else
		case (state)
			5'd0: next_state = 5'd1;
			5'd1: 	if((onoff == 1) && (ready == 0) && (low_batt == 0))
						next_state = 5'd2;
					else if((onoff == 0) && (ready == 1))
						next_state = 5'd6;
					else if((low_pow == 1) && (enable_3v == 1) && (enable_2v == 1))
						next_state = 5'd8;
					else if((low_pow == 0) && (low_batt == 0) && (enable_3v == 0) && (enable_2v == 0) && (ready == 1))
						next_state = 5'd2;
					else if((low_batt == 1) && (ready == 1))
						next_state = 5'd6;
          else
            next_state = 5'd1;
			5'd2: next_state = 5'd3;
			5'd3: next_state = 5'd10;
			5'd10:	next_state = 5'd15;
			5'd11:	next_state = 5'd16;
			5'd12:	next_state = 5'd17;
			5'd13:	next_state = 5'd18;
			5'd14:	next_state = 5'd19;
			5'd15: 	if (current_count == 0)
							next_state = 5'd4;
						else
							next_state = 5'd15;
			5'd16:	if(current_count == 0)
							next_state = 5'd5;
						else
							next_state = 5'd16;
			5'd17:	if ((onoff == 0) || (low_batt == 1))
							if(current_count == 0) 
								next_state = 5'd7;
							else
								next_state = 5'd17;
						else
							next_state = 5'd1;
			5'd18:	if(current_count == 0)
							next_state = 5'd8;
						else
							next_state = 5'd18;
			5'd19:	if(current_count == 0)
							next_state = 5'd9;
						else
							next_state = 5'd19;
		   5'd4: next_state = 5'd11;
			5'd5: next_state = 5'd1;
			5'd6: next_state = 5'd12;
			5'd7: next_state = 5'd13;
			5'd8: next_state = 5'd14;
			5'd9: next_state = 5'd1;
			default: next_state = 5'd0;
		endcase
end
endmodule
`timescale 1ns / 1ps
module behav_counter( d, clk, clear, load, up_down, qd);
input   [7:0] d;
input   clk;
input   clear;
input   load;
input   up_down;
output  [7:0] qd;
reg     [7:0] cnt;
assign qd = cnt;
always @ (posedge clk)
begin
    if (!clear)
        cnt = 8'h00;
    else if (load)
        cnt = d;
    else if (up_down)
        cnt = cnt + 1;
    else if (cnt != 0)
        cnt = cnt - 1;
end 
endmodule
==> ./run.sh <==
#!/bin/bash
# OpenROAD 26Q1-2900-gdf79404cd8, Yosys 0.63+post, stock flow scripts
make -C /OpenROAD-flow-scripts/flow DESIGN_CONFIG=/design/flow/config.mk WORK_HOME=/design/flow/orfs finish
==> ./config.mk <==
export PLATFORM = sky130hd
export DESIGN_NAME = PMIC
export DESIGN_NICKNAME = PMIC
export VERILOG_FILES = /design/flow/design.v
export SDC_FILE = /design/flow/constraint.sdc
export NUM_CORES = 4
export LEC_CHECK = 1
export CORE_AREA = 10 10 99 99
export DIE_AREA = 0 0 109 109
==> ./constraint.sdc <==
current_design PMIC

set clk_period 2.5
set clk_io_pct 0.2

create_clock -name clk0 -period $clk_period [get_ports {clock}]

set non_clock_inputs [all_inputs -no_clocks]
set_input_delay [expr $clk_period * $clk_io_pct] -clock clk0 $non_clock_inputs
set_output_delay [expr $clk_period * $clk_io_pct] -clock clk0 [all_outputs]
==> results.py <==
# Metrics from the implementation run
metrics = {
    "cts": {
        "clk_pin_slew_ps": 50,
        "clk_latency_ps": 240,
        "postCtsSetupRepairBufs": 0,
        "clockRootBuffer": "clkbuf_8",
        "htreeDepth": 1,
        "cts_hold_buf": 0,
        "cts_buffers": 3,
        "cts-resized-gates": 0,
        "cts_tree": "yes",
        "clockBufferDepth": 2,
    },
    "grt": {
        "grt_pass1_wl_mm": 4.73,
        "grt_max_degree": 19,
        "busiest_layer": "met2",
        "grt_use_total": 0.0485,
        "use_met3": 0.0167,
        "grt_pass1_vias": 978,
        "met1_usage": 0.0692,
        "use_met2": 0.0698,
        "grt-ovfl-total": 0,
        "antenna_found_initial": 0,
    },
    "floorplanning": {
        "pin_count": 9,
        "die_h_microns": 109,
        "die_area_sq_um": 11900,
        "rows": 32,
        "core-area_sq_um": 7730,
        "die-width_microns": 109,
        "fp_util": 0.162,
    },
    "yosys": {
        "netlist_area_sq_um": 1250,
        "top_cell": "nor2_1",
        "ys_warn_count": 4,
        "ys.flop_type": "edfxtp_1",
        "synth_chip_area_sq_um": 1250,
        "synthCells": 148,
        "synth_flops": 20,
        "top_cell_area_share": 0.192,
        "yosys.area.top_type": "edfxtp_1",
        "synth.cells.most_frequent": "nor2_1, xnor2_1, nand2_1, a21oi_1",
        "edf_count": 8,
        "synth_cell_types": 46,
        "avgSynthCellArea_sq_um": 8.47,
        "synth-async-reset-ratio": 0,
        "top_cells_by_area": "edfxtp_1, dlxtn_1, dfxtp_1, xnor2_1, nor2_1",
        "yosys-stat-cells": 148,
    },
    "layout": {
        "area_growth_pct": 16.8,
        "finalNonFillerCells": 253,
        "seq_area_sq_um": 445,
        "fillerInstances": 832,
        "drive_gt1_frac": 0.0861,
        "mi_logic_area_sq_um": 736,
    },
    "pwr": {
        "p_leak_uw": 0.000526,
        "power_density_nw_per_um2": 481,
        "ir_drop_mv": 0.189,
    },
    "run": {
        "drv_cap": 0,
        "warnings": 25,
    },
    "routing": {
        "drt_pass1_iterations": 4,
        "avgRoutedWirePerCell_microns": 11.0,
        "num_vias": 1072,
        "vias_per_cell": 4.24,
        "antennaDiodeCount": 0,
        "drtIter0Drc": 79,
        "routed_wl_mm": 2.78,
        "drc": 0,
        "drt.antenna.violating_nets": 0,
    },
    "sta": {
        "clock_skew_ps": 1.31,
        "period_used_share": 0.780,
        "rsz0062_at_grt": "no",
        "whs_ps": 646,
        "unconstrained_endpoints": 11,
        "fmax_mhz": 513,
        "setup_slack_ps": 551,
        "fin_setup_tns_ps": 0,
        "maxSlewViolCount": 0,
        "setup_viol": 0,
        "hold_viol": 0,
        "relSlewSlack": 0.588,
        "unclocked_pins": 7,
        "post-route-min-period_ps": 1950,
        "tightest_slew_ps": 617,
    },
    "worst_setup_path": {
        "arrival_ps": 1890,
        "cp_max_fo": 8,
        "cp.required_ps": 2440,
        "endpoint_kind": "register",
        "path_delay_family": "simple AND/OR/NAND/NOR gates",
        "cpMaxStageDelayCell": "or3_1",
        "cp_cell_sequence": "inv_1, ha_1, or3b_4, or3_1",
        "critPathLaunchType": "register",
        "slowest_delay_ps": 530,
        "cp_num_buf_inv": 1,
        "critical_path_class": "register to register",
    },
    "placement": {
        "place_hpwl_mm": 2.09,
        "portBuffers": 8,
        "dp_slack_ps": 521,
        "gp_congestion": 0.806,
        "dp.cells": 249,
    },
    "status": {
        "status": "finished, final reports clean",
    },
    "hold_path": {
        "min_path_type": "register to register",
    },
}
==> final timing paths <==
check	cells past startpoint	startpoint	endpoint	slack (ps)
worst max-delay path	4	DC.cnt[0]$_DFFE_PP_	DC.cnt[1]$_DFFE_PP_	550
worst min register to register	1	DC.cnt[0]$_DFFE_PP_	DC.cnt[0]$_DFFE_PP_	650
worst max register to register	4	DC.cnt[0]$_DFFE_PP_	DC.cnt[1]$_DFFE_PP_	550
worst min-delay path	1	DC.cnt[0]$_DFFE_PP_	DC.cnt[0]$_DFFE_PP_	650
==> cells by family after synthesis <==
family | share of synthesized area
and+or+nand+nor | 0.276
buffers and inverters | 0.0579
latches | 0.0838
xor gates and xnor gates | 0.0838
adders and majority gates | 0.00998
AOI/OAI and AO/OA | 0.193
muxes | 0.0240
DFF | 0.271
==> area by class of cell <==
type	instances	area share
Tap cell	102	0.0872
Timing Repair Buffer	8	0.0547
Clock buffer	4	0.0308
Sequential cell	20	0.304
Multi-Input combinational cell	111	0.503
Inverter	8	0.0205
==> cells in the final DEF, fill, tap and decap left out, types with 2 or more instances in the layout <==
| cell type | count |
|---|---|
| nor2_1 | 14 |
| xnor2_1 | 11 |
| nand2_1 | 10 |
| a21oi_1 | 9 |
| edfxtp_1 | 8 |
| inv_1 | 8 |
| clkdlybuf4s50_1 | 8 |
| nor3_1 | 7 |
| dlxtn_1 | 7 |
| o21ai_0 | 6 |
| nand2b_1 | 5 |
| dfxtp_1 | 5 |
| mux2i_1 | 3 |
| a21o_1 | 3 |
| nand3_1 | 3 |
| clkbuf_8 | 3 |
| nor2b_1 | 2 |
| and3_1 | 2 |
| or4_4 | 2 |
| or3_1 | 2 |
| nor3b_1 | 2 |
| nor4_2 | 2 |
| nor4_1 | 2 |
| o21ai_1 | 2 |
| o211ai_1 | 2 |
| a32oi_1 | 2 |
| a41oi_1 | 2 |
| o2111ai_1 | 2 |
==> through the flow <==
step | util | cell area [sq um] | power, uW
final | 0.189 | 1460 | 704
after global routing | 0.189 | 1460 | 751
after CTS | 0.189 | 1460 | 708
after detailed placement | 0.184 | 1420 | 522
after global placement | 0.184 | 1420 | 523
after floorplan | - | 1250 | 480
==> registers in the layout, summed over array words and instances (netlist names) <==
| name | count |
|---|---|
| DC.cnt | 8 |
| load_counter | 1 |
| enable_1v | 1 |
| state | 5 |
| ready | 1 |
| count | 2 |
| enable_3v | 1 |
| enable_2v | 1 |
==> layer usage <==
metal / up-vias / share of wire
met5: - / 0
met4: 0 / 0.015
met3: 4 / 0.069
met2: 25 / 0.44
met1: 500 / 0.48
li1: 543 / -
==> report_power, final <==
group	total (uW)	internal [uW]	leakage (uW)	switching, uW
combinational	217	107	0.000310	110
sequential	304	265	0.000193	39.5
clock	183	112	0.0000228	70.4
total	704	483	0.000526	220
Power figures rest on the tool's default switching activity, not on a simulated workload.
