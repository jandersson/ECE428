## flow/config.mk

```make
export PLATFORM = sky130hd
export DESIGN_NAME = Background_subtraction
export DESIGN_NICKNAME = Background_subtraction
export VERILOG_FILES = /design/flow/design.v
export SDC_FILE = /design/flow/constraint.sdc
export NUM_CORES = 4
export LEC_CHECK = 1
export CORE_AREA = 10 10 99 99
export DIE_AREA = 0 0 109 109
```

## flow/constraint.sdc

```tcl
current_design Background_subtraction

set clk_period 3.9
set clk_io_pct 0.2

create_clock -name clk0 -period $clk_period [get_ports {pclk}]

set non_clock_inputs [all_inputs -no_clocks]
set_input_delay [expr $clk_period * $clk_io_pct] -clock clk0 $non_clock_inputs
set_output_delay [expr $clk_period * $clk_io_pct] -clock clk0 [all_outputs]
```

## flow/design.v

```verilog
`timescale 1ns / 1ps
module Background_subtraction(pclk, reset, vtcvde,data_out, acc_en, current_frame,
										reference_frame, addr_1_b, enable_ram1);
input pclk, reset, acc_en, vtcvde;
input [4:0] current_frame, reference_frame;
output [4:0] data_out;
output [17:0] addr_1_b;
output enable_ram1;
wire [4:0] sub_out;
wire dcm_clk;
	abs_subtractor subtractor(.A(current_frame),
									  .B(reference_frame),
									  .Q(sub_out));
	accumulator accumulator(.acc_in(sub_out),
									.pclk(pclk),
									.reset(reset),
									.clock_enable(acc_en),
									.acc_out(data_out));
	addrgen_1_b address_generator(.clk(pclk),
										   .addr_1b(addr_1_b),
											.en_ram1(enable_ram1),
											.Reset_Main(reset),
											.VtcVde(vtcvde));
endmodule
`timescale 1ns / 1ps
module abs_subtractor #(parameter SUB_WIDTH = 5)
	(
    input [SUB_WIDTH-1:0] A,
    input [SUB_WIDTH-1:0] B,
    output[SUB_WIDTH-1:0] Q
    );
	assign Q = (A>B)? (A - B) : (B - A);
endmodule
`timescale 1ns / 1ps
module accumulator #(parameter ACC_SIZE = 5)
	(
    input [ACC_SIZE - 1: 0] acc_in,
	 input pclk,
	 input reset,
	 input clock_enable,
    output reg [ACC_SIZE-1:0] acc_out
    );
   always @ (posedge pclk)
      if (reset)
         acc_out <= 0;
      else if (clock_enable)
         acc_out <= acc_out + acc_in;
endmodule
`timescale 1ns / 1ps
module addrgen_1_b( clk , addr_1b , en_ram1 ,Reset_Main, VtcVde );
input clk ;
input Reset_Main ;
input VtcVde ;
output en_ram1 ;
output [17:0] addr_1b ;
reg [17:0] cnt ;
reg en_ram1 ;
assign addr_1b = cnt ;
always @ (posedge clk)
begin
    if (Reset_Main == 1'b1)
	 begin
        cnt = 18'b0;
		  en_ram1 = 1'b0 ;
     end
	 else
	 begin
    if (VtcVde == 1'b1)
    begin	 
     if (cnt == 18'b100101011111111111)
      begin
		  cnt = 18'b0;
		  en_ram1 = 1'b1 ;
		 end
    else
	 begin
        cnt = cnt + 1;
		  en_ram1 = 1'b1 ;
	 end 
	end
end
end 
endmodule
```

## flow/run.sh

```bash
#!/bin/bash
# OpenROAD 26Q1-2900-gdf79404cd8, Yosys 0.63+post, stock flow scripts
make -C /OpenROAD-flow-scripts/flow DESIGN_CONFIG=/design/flow/config.mk WORK_HOME=/design/flow/orfs finish
```

==> flow_metrics.py <==
# Metrics from the implementation run
metrics = {
    "synth": {
        "yosys_area_um2": 1510,
        "async_flop_share": 0,
        "yosys-top-cells-count": "29 x nor2_1, 24 x dfxtp_1, 16 x xor2_1",
        "edf_count": 0,
        "synth_cell_type_count": 35,
        "ys_warn_count": 2,
        "post-synth-top-count-cell": "nor2_1",
        "ys_seq_frac": 0.318,
        "ys_ff": 24,
        "synth_top_area_share": 0.318,
        "area_leaders": "dfxtp_1 32%, ha_1 12%, xor2_1 9.3%",
        "flop_cell": "dfxtp_1",
        "syn_area_um2": 1510,
        "yosys-stat-cells": 169,
        "avgSynthCellArea_um2": 8.94,
        "synthCells": 169,
        "yosysTopAreaCell": "dfxtp_1",
    },
    "global_route": {
        "grt_use_met3": 0.0185,
        "use_met2": 0.0973,
        "overflow": 0,
        "grt_util_met1": 0.0804,
        "grt_pass1_vias": 1239,
        "antenna_found_initial": 0,
        "grt_usage": 0.0600,
        "grt-busiest-layer": "met2",
        "grt_pass1_wl_um": 5870,
        "grt_max_degree": 15,
    },
    "detailed_routing": {
        "viasPerCell": 3.88,
        "postRouteAntennaNets": 0,
        "vias": 1199,
        "wire_per_inst_um": 11.2,
        "drc": 0,
        "drtPass1Iterations": 2,
        "drt-initial-drc-count": 11,
        "num_antenna_cells": 0,
        "wl_um": 3460,
    },
    "critical_path": {
        "setup.worst_path.start_class": "input port",
        "crit_chain": "clkdlybuf4s50_1 -> inv_1 -> ha_1 -> a21oi_2 -> nand3_2 -> o211ai_4 -> mux2_2 -> fa_1 -> a21o_1 -> a21oi_1 -> nand2_1 -> mux2i_1 -> mux2_1",
        "critPathKind": "in2reg",
        "critPathBufInv": 2,
        "crit_required_ps": 4060,
        "cp_slowest_stage_delay_ps": 480,
        "cp_top_family": "multiplexers",
        "r2r_start": "accumulator.acc_out[0]",
        "worstPathMaxFanout": 7,
        "crit_arrival_ps": 3840,
        "endpoint_kind": "register",
        "slowest_stage": "clkdlybuf4s50_1",
        "crit_path_start": "current_frame[2]",
    },
    "status": {
        "status": "finished clean",
    },
    "clocking": {
        "clk_latency_ps": 260,
        "path_clk_slew_ps": 80,
        "cts_root_buffer": "clkbuf_8",
        "cts_resized": 0,
        "postCtsHoldBufs": 0,
        "htree_num_levels": 1,
        "clkSinkCount": 24,
        "clockBufferDepth": 2,
        "cts_made_buffers": 3,
        "cts_setup_buffers": 0,
        "tritoncts": "yes",
    },
    "flow_run": {
        "tool_warnings": 29,
        "max_cap_viol_count": 0,
    },
    "cells_and_area": {
        "syn2layout_area_growth_pct": 35.1,
        "regArea_um2": 480,
        "utilization": 0.264,
        "drive_gt1_frac": 0.0628,
        "nFillCells": 828,
        "layout.area.comb_um2": 955,
    },
    "sta": {
        "tightest_slew_ps": 507,
        "rsz0062_at_grt": "false",
        "period_needed_ps": 3680,
        "max_freq_mhz": 271,
        "final_hold_viol_count": 0,
        "tns_ps": 0,
        "min_period_over_period": 0.945,
        "fin_skew_ps": 2.85,
        "finalSetupViolations": 0,
        "drv_slew": 0,
        "relSlewSlack": 0.662,
    },
    "hold_path": {
        "hold_start": "address_generator.en_ram1",
        "min_path_type": "reg2reg",
    },
    "pwr": {
        "vdd.ir_drop.worst_uv": 164,
        "leakage_nw": 0.865,
        "p_per_area_nw_per_um2": 303,
    },
    "place": {
        "gp_congestion": 0.806,
        "port_buffers": 37,
        "place_hpwl_um": 2740,
    },
    "floorplan": {
        "fp-utilization": 0.196,
        "dieArea_um2": 11900,
        "die_w_um": 109,
        "rows": 32,
        "ios": 38,
        "core_area_um2": 7730,
        "die_y_um": 109,
    },
}
stage by stage:
| stage | instances | setup WS [ps] | cell area (um2) | hold WS, ps | power [mW] |
|---|---|---|---|---|---|
| after floorplan | 169 | 566 | 1510 | 411 | 0.406 |
| after global placement | 306 | 16.5 | 2000 | 452 | 0.481 |
| after detailed placement | 306 | -65.3 | 2000 | 459 | 0.482 |
| after CTS | 309 | 208 | 2040 | 481 | 0.632 |
| after global routing | 309 | 36.0 | 2040 | 528 | 0.666 |
| final | 309 | 216 | 2040 | 471 | 0.618 |
sequential cells by signal, summed over array words and instances (netlist names):
name                       count
accumulator.acc_out            5
address_generator.cnt         18
address_generator.en_ram1      1
cell families after synthesis:
| family | Yosys count | synth area share |
|---|---|---|
| compound gates | 17 | 0.0828 |
| fa+ha+maj | 17 | 0.156 |
| flops | 24 | 0.318 |
| mux | 9 | 0.0613 |
| buf+inv | 17 | 0.0505 |
| simple gates | 62 | 0.199 |
| xor+xnor | 23 | 0.133 |
cells in the final DEF, fill, tap and decap left out, types with 4 or more instances in the layout:
master           Yosys  routed
inv_1               12      12
ha_1                14      14
and3_1               4       4
a21oi_1              7       7
nor2_1              29      29
nand3_1              6       6
dfxtp_1             24      24
mux2i_1              7       7
nand2_1             11      11
a21o_1               5       5
xnor2_1              7       7
clkdlybuf4s50_1      0      37
xor2_1              16      16
where the power goes:
| part | switching (mW) | internal (mW) |
|---|---|---|
| clock network | 0.0776 | 0.0690 |
| logic | 0.0836 | 0.113 |
| registers | 0.0145 | 0.261 |
routing by layer:
metal,part of all wire,routed length [um],vias to the layer above
met5,0,0,-
met4,0.0020,7,0
met3,0.067,231,2
met2,0.46,1600,27
met1,0.47,1630,533
li1,-,-,637
worst paths after layout:
check	endpoint	slack, ps	cells past startpoint
min	address_generator.en_ram1	470	2
max reg2reg	accumulator.acc_out[4]	1920	7
max	accumulator.acc_out[4]	220	13
min reg2reg	address_generator.en_ram1	470	2
worst min-delay path: stages (launching register included):
cell and delay, ps:
dfxtp_1 330, nor2_1 40, nor2_1 70
layout make-up:
class,instances,share of cell area
multi-input cells,128,0.468
well taps,102,0.0625
repair buffers,40,0.192
flip-flops and latches,24,0.235
inverters,12,0.0221
clock buffers,3,0.0202
Power is estimated from default activity; no workload was simulated.
